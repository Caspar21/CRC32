$ cat design/flow/config.mk
export PLATFORM = sky130hd
export DESIGN_NAME = CRC32
export DESIGN_NICKNAME = CRC32
export VERILOG_FILES = /design/flow/design.v
export SDC_FILE = /design/flow/constraint.sdc
export NUM_CORES = 4
export LEC_CHECK = 1
export CORE_UTILIZATION = 50
$ cat design/flow/constraint.sdc
current_design CRC32

set clk_period 3.0
set clk_io_pct 0.2

create_clock -name clk0 -period $clk_period [get_ports {clk}]

set non_clock_inputs [all_inputs -no_clocks]
set_input_delay [expr $clk_period * $clk_io_pct] -clock clk0 $non_clock_inputs
set_output_delay [expr $clk_period * $clk_io_pct] -clock clk0 [all_outputs]
$ cat design/flow/design.v
`timescale 1ns/1ns 
module CRC32(rst_n, clk, sof, eof, data_v, data, full, err);
    parameter BUS_WIDTH = 8;
	 parameter CRC_BITS = 32;
    input rst_n;
    input clk;
	 input sof;
	 input eof;
	 input data_v;
	 input [BUS_WIDTH-1:0] data;
	 output reg full;
	 output reg err;
	 parameter [1:0] INITIAL = 2'b00;
	 parameter [1:0] READY = 2'b01;
	 parameter [1:0] CALCULATE = 2'b11;
	 parameter [1:0] DONE = 2'b10;
	 reg crc_check;
	 reg [2:0] counter_full; 
	 reg [1:0] state_now, state_next;
	 always @ (posedge clk or negedge rst_n) begin
	     if (!rst_n)
		      begin
				    state_now <= #1 INITIAL;
				end
		  else 
		      begin
				    state_now <= #1 state_next;
			   end
  	end
	 always @ (*) begin
	     case (state_now)
		      INITIAL:
				    if (sof)
		              begin
				            state_next = READY;
						      crc_check = 1'b0;		
					     end			
				    else begin
					     state_next = state_now;
						  crc_check = 1'b0;	
					 end
			   READY:
				    if(sof) 
					     begin
								state_next = CALCULATE;
								crc_check = 1'b0;
					     end 
					 else begin
					     state_next = state_now;
						  crc_check = 1'b0;	
					 end
				CALCULATE:
					 if (eof)
					     begin
					         state_next = DONE;
								crc_check = 1'b0;	
						  end	
				    else begin
						  state_next = state_now;
						  crc_check = 1'b0;	
					 end
				DONE:
		          if (sof)
					     begin
					         state_next = CALCULATE;
								crc_check = 1'b0;	
				        end
				    else begin
					     state_next = READY;
						  crc_check = 1'b1;	
					 end
				default:
		          begin
				    end	 
	     endcase    
	 end
	 always @(posedge clk or negedge rst_n) begin
		  if(!rst_n)
			   begin
				    counter_full <=#1 3'd0;
				    full <= 1'b0;
			   end
		  else
			   begin
				    counter_full <=#1 counter_full+ 3'd1;					
				    if (counter_full== 3'd3)
					     full <= 1'b1;
				    else
					     full <= 1'b0;
			   end
    end    
    parameter INITIAL_CRC = 32'hffffffff;
	 parameter INITIAL_IN_DATA = 8'h00;
	 reg [(BUS_WIDTH*4)-1:0] in_data;
	 reg [(CRC_BITS*4)-1:0] crc_shift_last_4;
	 reg [CRC_BITS-1:0] crc_now;
	 wire [CRC_BITS-1:0] crc_reflected;
	 wire [CRC_BITS-1:0] crc_next;
	 wire [BUS_WIDTH-1:0] in_data_reflected; 
	 wire compare;
	 assign compare = (crc_shift_last_4[(CRC_BITS*4)-1:(CRC_BITS*3)] == in_data) ? 1'b1 : 1'b0;	 
	 assign in_data_reflected[BUS_WIDTH-1] = in_data[(BUS_WIDTH-8)];
	 assign in_data_reflected[BUS_WIDTH-2] = in_data[(BUS_WIDTH-7)];
	 assign in_data_reflected[BUS_WIDTH-3] = in_data[(BUS_WIDTH-6)];
	 assign in_data_reflected[BUS_WIDTH-4] = in_data[(BUS_WIDTH-5)];
	 assign in_data_reflected[BUS_WIDTH-5] = in_data[(BUS_WIDTH-4)];
	 assign in_data_reflected[BUS_WIDTH-6] = in_data[(BUS_WIDTH-3)];
	 assign in_data_reflected[BUS_WIDTH-7] = in_data[(BUS_WIDTH-2)];
	 assign in_data_reflected[BUS_WIDTH-8] = in_data[(BUS_WIDTH-1)];
    assign crc_next[CRC_BITS-32] = in_data_reflected[6] ^ in_data_reflected[0] ^ crc_now[24] ^ crc_now[30];
    assign crc_next[CRC_BITS-31] = in_data_reflected[7] ^ in_data_reflected[6] ^ in_data_reflected[1] ^ in_data_reflected[0] ^ crc_now[24] ^ crc_now[25] ^ crc_now[30] ^ crc_now[31];
    assign crc_next[CRC_BITS-30] = in_data_reflected[7] ^ in_data_reflected[6] ^ in_data_reflected[2] ^ in_data_reflected[1] ^ in_data_reflected[0] ^ crc_now[24] ^ crc_now[25] ^ crc_now[26] ^ crc_now[30] ^ crc_now[31];
    assign crc_next[CRC_BITS-29] = in_data_reflected[7] ^ in_data_reflected[3] ^ in_data_reflected[2] ^ in_data_reflected[1] ^ crc_now[25] ^ crc_now[26] ^ crc_now[27] ^ crc_now[31];
    assign crc_next[CRC_BITS-28] = in_data_reflected[6] ^ in_data_reflected[4] ^ in_data_reflected[3] ^ in_data_reflected[2] ^ in_data_reflected[0] ^ crc_now[24] ^ crc_now[26] ^ crc_now[27] ^ crc_now[28] ^ crc_now[30];
    assign crc_next[CRC_BITS-27] = in_data_reflected[7] ^ in_data_reflected[6] ^ in_data_reflected[5] ^ in_data_reflected[4] ^ in_data_reflected[3] ^ in_data_reflected[1] ^ in_data_reflected[0] ^ crc_now[24] ^ crc_now[25] ^ crc_now[27] ^ crc_now[28] ^ crc_now[29] ^ crc_now[30] ^ crc_now[31];
    assign crc_next[CRC_BITS-26] = in_data_reflected[7] ^ in_data_reflected[6] ^ in_data_reflected[5] ^ in_data_reflected[4] ^ in_data_reflected[2] ^ in_data_reflected[1] ^ crc_now[25] ^ crc_now[26] ^ crc_now[28] ^ crc_now[29] ^ crc_now[30] ^ crc_now[31];
    assign crc_next[CRC_BITS-25] = in_data_reflected[7] ^ in_data_reflected[5] ^ in_data_reflected[3] ^ in_data_reflected[2] ^ in_data_reflected[0] ^ crc_now[24] ^ crc_now[26] ^ crc_now[27] ^ crc_now[29] ^ crc_now[31];
    assign crc_next[CRC_BITS-24] = in_data_reflected[4] ^ in_data_reflected[3] ^ in_data_reflected[1] ^ in_data_reflected[0] ^ crc_now[0] ^ crc_now[24] ^ crc_now[25] ^ crc_now[27] ^ crc_now[28];
    assign crc_next[CRC_BITS-23] = in_data_reflected[5] ^ in_data_reflected[4] ^ in_data_reflected[2] ^ in_data_reflected[1] ^ crc_now[1] ^ crc_now[25] ^ crc_now[26] ^ crc_now[28] ^ crc_now[29];
    assign crc_next[CRC_BITS-22] = in_data_reflected[5] ^ in_data_reflected[3] ^ in_data_reflected[2] ^ in_data_reflected[0] ^ crc_now[2] ^ crc_now[24] ^ crc_now[26] ^ crc_now[27] ^ crc_now[29];
    assign crc_next[CRC_BITS-21] = in_data_reflected[4] ^ in_data_reflected[3] ^ in_data_reflected[1] ^ in_data_reflected[0] ^ crc_now[3] ^ crc_now[24] ^ crc_now[25] ^ crc_now[27] ^ crc_now[28];
    assign crc_next[CRC_BITS-20] = in_data_reflected[6] ^ in_data_reflected[5] ^ in_data_reflected[4] ^ in_data_reflected[2] ^ in_data_reflected[1] ^ in_data_reflected[0] ^ crc_now[4] ^ crc_now[24] ^ crc_now[25] ^ crc_now[26] ^ crc_now[28] ^ crc_now[29] ^ crc_now[30];
    assign crc_next[CRC_BITS-19] = in_data_reflected[7] ^ in_data_reflected[6] ^ in_data_reflected[5] ^ in_data_reflected[3] ^ in_data_reflected[2] ^ in_data_reflected[1] ^ crc_now[5] ^ crc_now[25] ^ crc_now[26] ^ crc_now[27] ^ crc_now[29] ^ crc_now[30] ^ crc_now[31];
    assign crc_next[CRC_BITS-18] = in_data_reflected[7] ^ in_data_reflected[6] ^ in_data_reflected[4] ^ in_data_reflected[3] ^ in_data_reflected[2] ^ crc_now[6] ^ crc_now[26] ^ crc_now[27] ^ crc_now[28] ^ crc_now[30] ^ crc_now[31];
	 assign crc_next[CRC_BITS-17] = in_data_reflected[7] ^ in_data_reflected[5] ^ in_data_reflected[4] ^ in_data_reflected[3] ^ crc_now[7] ^ crc_now[27] ^ crc_now[28] ^ crc_now[29] ^ crc_now[31];
    assign crc_next[CRC_BITS-16] = in_data_reflected[5] ^ in_data_reflected[4] ^ in_data_reflected[0] ^ crc_now[8] ^ crc_now[24] ^ crc_now[28] ^ crc_now[29];
    assign crc_next[CRC_BITS-15] = in_data_reflected[6] ^ in_data_reflected[5] ^ in_data_reflected[1] ^ crc_now[9] ^ crc_now[25] ^ crc_now[29] ^ crc_now[30];
    assign crc_next[CRC_BITS-14] = in_data_reflected[7] ^ in_data_reflected[6] ^ in_data_reflected[2] ^ crc_now[10] ^ crc_now[26] ^ crc_now[30] ^ crc_now[31];
    assign crc_next[CRC_BITS-13] = in_data_reflected[7] ^ in_data_reflected[3] ^ crc_now[11] ^ crc_now[27] ^ crc_now[31];
    assign crc_next[CRC_BITS-12] = in_data_reflected[4] ^ crc_now[12] ^ crc_now[28];
    assign crc_next[CRC_BITS-11] = in_data_reflected[5] ^ crc_now[13] ^ crc_now[29];
    assign crc_next[CRC_BITS-10] = in_data_reflected[0] ^ crc_now[14] ^ crc_now[24];
    assign crc_next[CRC_BITS-9] = in_data_reflected[6] ^ in_data_reflected[1] ^ in_data_reflected[0] ^ crc_now[15] ^ crc_now[24] ^ crc_now[25] ^ crc_now[30];
    assign crc_next[CRC_BITS-8] = in_data_reflected[7] ^ in_data_reflected[2] ^ in_data_reflected[1] ^ crc_now[16] ^ crc_now[25] ^ crc_now[26] ^ crc_now[31];
    assign crc_next[CRC_BITS-7] = in_data_reflected[3] ^ in_data_reflected[2] ^ crc_now[17] ^ crc_now[26] ^ crc_now[27];
    assign crc_next[CRC_BITS-6] = in_data_reflected[6] ^ in_data_reflected[4] ^ in_data_reflected[3] ^ in_data_reflected[0] ^ crc_now[18] ^ crc_now[24] ^ crc_now[27] ^ crc_now[28] ^ crc_now[30];
    assign crc_next[CRC_BITS-5] = in_data_reflected[7] ^ in_data_reflected[5] ^ in_data_reflected[4] ^ in_data_reflected[1] ^ crc_now[19] ^ crc_now[25] ^ crc_now[28] ^ crc_now[29] ^ crc_now[31];
    assign crc_next[CRC_BITS-4] = in_data_reflected[6] ^ in_data_reflected[5] ^ in_data_reflected[2] ^ crc_now[20] ^ crc_now[26] ^ crc_now[29] ^ crc_now[30];
    assign crc_next[CRC_BITS-3] = in_data_reflected[7] ^ in_data_reflected[6] ^ in_data_reflected[3] ^ crc_now[21] ^ crc_now[27] ^ crc_now[30] ^ crc_now[31];
    assign crc_next[CRC_BITS-2] = in_data_reflected[7] ^ in_data_reflected[4] ^ crc_now[22] ^ crc_now[28] ^ crc_now[31];
    assign crc_next[CRC_BITS-1] = in_data_reflected[5] ^ crc_now[23] ^ crc_now[29];
	 assign crc_reflected[CRC_BITS-1] = crc_next[CRC_BITS-32] ^ 1'b1;
  	 assign crc_reflected[CRC_BITS-2] = crc_next[CRC_BITS-31] ^ 1'b1;
	 assign crc_reflected[CRC_BITS-3] = crc_next[CRC_BITS-30] ^ 1'b1;
	 assign crc_reflected[CRC_BITS-4] = crc_next[CRC_BITS-29] ^ 1'b1;
	 assign crc_reflected[CRC_BITS-5] = crc_next[CRC_BITS-28] ^ 1'b1;
	 assign crc_reflected[CRC_BITS-6] = crc_next[CRC_BITS-27] ^ 1'b1;
	 assign crc_reflected[CRC_BITS-7] = crc_next[CRC_BITS-26] ^ 1'b1;
	 assign crc_reflected[CRC_BITS-8] = crc_next[CRC_BITS-25] ^ 1'b1;
    assign crc_reflected[CRC_BITS-9] = crc_next[CRC_BITS-24] ^ 1'b1;
	 assign crc_reflected[CRC_BITS-10] = crc_next[CRC_BITS-23] ^ 1'b1;
	 assign crc_reflected[CRC_BITS-11] = crc_next[CRC_BITS-22] ^ 1'b1;
	 assign crc_reflected[CRC_BITS-12] = crc_next[CRC_BITS-21] ^ 1'b1;
	 assign crc_reflected[CRC_BITS-13] = crc_next[CRC_BITS-20] ^ 1'b1;
	 assign crc_reflected[CRC_BITS-14] = crc_next[CRC_BITS-19] ^ 1'b1;
	 assign crc_reflected[CRC_BITS-15] = crc_next[CRC_BITS-18] ^ 1'b1;
	 assign crc_reflected[CRC_BITS-16] = crc_next[CRC_BITS-17] ^ 1'b1;	
	 assign crc_reflected[CRC_BITS-17] = crc_next[CRC_BITS-16] ^ 1'b1;
	 assign crc_reflected[CRC_BITS-18] = crc_next[CRC_BITS-15] ^ 1'b1;
	 assign crc_reflected[CRC_BITS-19] = crc_next[CRC_BITS-14] ^ 1'b1;
	 assign crc_reflected[CRC_BITS-20] = crc_next[CRC_BITS-13] ^ 1'b1;
	 assign crc_reflected[CRC_BITS-21] = crc_next[CRC_BITS-12] ^ 1'b1;
	 assign crc_reflected[CRC_BITS-22] = crc_next[CRC_BITS-11] ^ 1'b1;
	 assign crc_reflected[CRC_BITS-23] = crc_next[CRC_BITS-10] ^ 1'b1;
	 assign crc_reflected[CRC_BITS-24] = crc_next[CRC_BITS-9] ^ 1'b1;
	 assign crc_reflected[CRC_BITS-25] = crc_next[CRC_BITS-8] ^ 1'b1;
	 assign crc_reflected[CRC_BITS-26] = crc_next[CRC_BITS-7] ^ 1'b1;
	 assign crc_reflected[CRC_BITS-27] = crc_next[CRC_BITS-6] ^ 1'b1;
	 assign crc_reflected[CRC_BITS-28] = crc_next[CRC_BITS-5] ^ 1'b1;
	 assign crc_reflected[CRC_BITS-29] = crc_next[CRC_BITS-4] ^ 1'b1;
	 assign crc_reflected[CRC_BITS-30] = crc_next[CRC_BITS-3] ^ 1'b1;
	 assign crc_reflected[CRC_BITS-31] = crc_next[CRC_BITS-2] ^ 1'b1;
	 assign crc_reflected[CRC_BITS-32] = crc_next[CRC_BITS-1] ^ 1'b1;
	 always @ (posedge clk or negedge rst_n)
	     begin
		      if(!rst_n)
			      begin
			  	       err <= #1 1'b0;
			      end
		  else if (crc_check)
		      begin
				    if (compare)
					     err <= #1 1'b0;
					 else
					     err <= #1 1'b1;    
			   end			
		  else begin
		      err <= #1 1'b0;
		  end
    end 
	 always @ (posedge clk or negedge rst_n) begin
	     if (!rst_n)
		      begin
				    in_data[((BUS_WIDTH*4)-1):0] <=#1 32'b0;
				end
		  else if ((sof) && (data_v))
		      begin
					 in_data[((BUS_WIDTH*4)-1):0] <=#1 {in_data[((BUS_WIDTH*3)-1):0], data[(BUS_WIDTH-1):0]};
			   end
		  else if ((sof == 1'b0) && (data_v))
		      begin
					 in_data[((BUS_WIDTH*4)-1):0] <=#1 {in_data[((BUS_WIDTH*3)-1):0], data[(BUS_WIDTH-1):0]};
		      end
		  else if ((eof) && (data_v))
		      begin
					 in_data[((BUS_WIDTH*4)-1):0] <=#1 {in_data[((BUS_WIDTH*3)-1):0], data[(BUS_WIDTH-1):0]};
			   end
		  else begin
		      in_data <=#1 in_data;			
		  end
	 end
	 always @ (posedge clk or negedge rst_n) begin
	     if (!rst_n)
		      begin
				end
		  else if ((sof) && (data_v))
		      begin
                crc_now <= #1 INITIAL_CRC;
			   end
		  else if ((sof == 1'b0) && (data_v))
		      begin
                crc_now <= #1 crc_next;
		      end
		  else if ((eof) && (data_v))
		      begin
                crc_now <= #1 crc_next;
			   end
		  else begin
		  end
	 end
	 always @ (posedge clk or negedge rst_n) begin
	     if (!rst_n)
		      begin
					 crc_shift_last_4[(CRC_BITS*4)-1:0] <=#1 128'b0;
				end
		  else if ((sof) && (data_v))
		      begin
					 crc_shift_last_4[(CRC_BITS*4)-1:0] <=#1 {crc_shift_last_4[95:0], crc_reflected[7:0], crc_reflected[15:8], crc_reflected[23:16], crc_reflected[31:24]};
			   end
		  else if ((sof == 1'b0) && (data_v))
		      begin
					 crc_shift_last_4[(CRC_BITS*4)-1:0] <=#1 {crc_shift_last_4[95:0], crc_reflected[7:0], crc_reflected[15:8], crc_reflected[23:16], crc_reflected[31:24]};
		      end
		  else if ((eof) && (data_v))
		      begin
					 crc_shift_last_4[(CRC_BITS*4)-1:0] <=#1 {crc_shift_last_4[95:0], crc_reflected[7:0], crc_reflected[15:8], crc_reflected[23:16], crc_reflected[31:24]};
			   end
		  else begin
            crc_shift_last_4 <=#1 crc_shift_last_4;				
		  end
	 end
endmodule
$ cat design/flow/run.sh
#!/bin/bash
# OpenROAD 26Q1-2900-gdf79404cd8, Yosys 0.63+post, stock flow scripts
make -C /OpenROAD-flow-scripts/flow DESIGN_CONFIG=/design/flow/config.mk WORK_HOME=/design/flow/orfs finish
==> results.md <==
| Item | This run |
|---|---|
| Run status | complete, no violations |
| Maximum clock frequency | 0.440 GHz |
| Placed inst area | 8960 um^2 |
| CTS clock-pin slew for the worst setup and hold paths | 0.06 ns |
| Final-layout worst hold slack | 0.437 ns |
| Unrepaired setup endpoints after global routing | false |
| Met2 usage | 28.0% |
| Routability congestion estimate | 0.825 |
| Data arrival time of the critical path | 2.65 ns |
| Avg Synthesized Cell Area | 15.4 um^2 |
| Type of the worst setup path | flop to flop |
| Cell count in the Yosys report | 556 |
| Final period util | 75.8% |
| Top cells by instance count after synthesis | sky130_fd_sc_hd__dfrtp_1, sky130_fd_sc_hd__mux2_2, sky130_fd_sc_hd__xnor2_1, sky130_fd_sc_hd__edfxtp_1, sky130_fd_sc_hd__clkbuf_1 |
| Final number of setup-violating endpoints | 0 |
| Cell Area, Synth | 8570 um^2 |
| GRT Residual Overflow | 0 |
| Most numerous cell on the critical path | sky130_fd_sc_hd__xnor2_2 |
| Synthesis-stage register bit count | 201 |
| Design area | 9730 um^2 |
| Area taken by flip-flops and latches | 5190 um^2 |
| CP Capture Type | flop |
| Count of tool warnings | 25 |
| Final critical path time including I/O delays and setup | 2.27 ns |
| Largest area contributor in the synthesized netlist | sky130_fd_sc_hd__dfrtp_1 |
| Buffer type at the clock tree root | sky130_fd_sc_hd__clkbuf_16 |
| Number of buffers inserted during clock tree synthesis | 22 |
| Multi-input logic area | 3270 um^2 |
| Total number of clock tree sinks | 201 |
| Routed wire per std cell | 18.3 um |
| Max-slew headroom | 49.6% |
| Peak supply drop | 0.533 mV |
| Ratio of cells with drive above 1 in the final layout | 34.5% |
| Ports | 15 |
| Full die area | 17700 um^2 |
| Final antenna-violating net count | 0 |
| Worst hold path type | flop to flop |
| Number of rows created at floorplan | 47 |
| Tot Pwr | 11.0 mW |
| Post-synth tally of flip-flops with integrated enable | 32 |
| Cell types occupying the most area after synthesis | sky130_fd_sc_hd__dfrtp_1, sky130_fd_sc_hd__mux2_2, sky130_fd_sc_hd__edfxtp_1 |
| Fp_density | 51.5% |
| Number of distinct library cell variants in the gate-level netlist after synthesis | 25 |
| Area leader share | 49.1% |
| Max-cap viol count | 0 |
| Maximum buffer depth of the clock tree | 3 |
| CTS H-tree depth | 1 |
| Detailed placement HPWL | 9.82 mm |
| Category of cells accounting for the largest share of critical-path delay | XOR/XNOR gates |
| Synth warnings | 1 |
| Final routed DRC violation total | 0 |
| Kind of launch point of the worst setup path | flop |
| Required time of the critical path | 3.38 ns |
| Most heavily used metal layer in global routing | met1 |
| Number of gates resized after CTS | 0 |
| Static leakage | 4.01 nW |
| Met3 layer usage reported by global route | 4.65% |
| Insertion delay of the later-clocked pin in the worst-skew pair | 0.50 ns |
| Cells along the critical path | xnor2_2 > xnor2_2 > xnor3_1 > mux2_2 |
| Total routed wirelength | 14.9 mm |
| Final hold violations | 0 |
| Cell Count Post-Placement | 774 |
| Wire length of the first global-routing pass | 24.7 mm |
| Routed via count divided by cell count | 5.15 |
| Core Area | 16600 um^2 |
| Share of flip-flops with an asynchronous set or reset after synthesis | 84.1% |
| Number of instances in the synthesized netlist | 556 |
| Detailed-router iteration count before antenna repair | 4 |
| Die H | 133 um |
| Area growth from synthesis to final layout | 13.5% |
| Library cell contributing the largest single delay on the critical path | sky130_fd_sc_hd__xnor2_2 |
| Number of non-filler instances in the completed layout | 815 |
| Critical path's largest stage delay | 0.65 ns |
| Number of input and output port buffers inserted | 14 |
| Worst setup margin | 0.725 ns |
| Largest net degree at the start of global routing | 84 |
| Die width | 133 um |
| Fill cell instance count of the final layout | 1287 |
| Slew at the pin with the worst max-slew slack | 0.752 ns |
| CTS tree | done |
| Number of antenna repair diodes | 0 |
| Fraction of met1 tracks used by global routing | 33.5% |
| Vias in the first global route | 4489 |
| Highest net fanout along the worst path | 7 |
| Fraction of the yosys area taken by sequential cells | 60.6% |
| Synthesized chip area reported by yosys | 8570 um^2 |
| Setup TNS | 0 ns |
| Final clock skew | 0.0119 ns |
| Drt first-iter violations | 193 |
| Power density relative to cell area | 1130 nW/um^2 |
| Synth Flop Type | sky130_fd_sc_hd__dfrtp_1 |
| Buffering stage count on the worst path with inverters included | 0 |
| Number of antenna violations at the first check in global routing | 0 |
| Pre-CTS WS | 0.711 ns |
| Most popular library cell in the synthesized design by count | sky130_fd_sc_hd__dfrtp_1 |
| Routed vias | 4197 |
| Fraction of the core area covered by cells at the end of the flow | 58.4% |
| Total routing resource utilization after global routing | 19.4% |
| Final slew viol count | 0 |
-- cell usage in the layout (no fill, tap or decap), types with 3 or more instances in the layout --
| cell type | count |
|---|---|
| sky130_fd_sc_hd__xnor2_1 | 57 |
| sky130_fd_sc_hd__buf_4 | 6 |
| sky130_fd_sc_hd__clkbuf_16 | 24 |
| sky130_fd_sc_hd__nand4_1 | 8 |
| sky130_fd_sc_hd__xnor3_1 | 14 |
| sky130_fd_sc_hd__dfrtp_1 | 168 |
| sky130_fd_sc_hd__xor2_2 | 3 |
| sky130_fd_sc_hd__xor2_1 | 7 |
| sky130_fd_sc_hd__xnor2_2 | 8 |
| sky130_fd_sc_hd__clkinv_2 | 4 |
| sky130_fd_sc_hd__mux2_2 | 142 |
| sky130_fd_sc_hd__nand2_1 | 15 |
| sky130_fd_sc_hd__nor2_1 | 19 |
| sky130_fd_sc_hd__edfxtp_1 | 32 |
| sky130_fd_sc_hd__a21oi_1 | 20 |
| sky130_fd_sc_hd__inv_1 | 5 |
| sky130_fd_sc_hd__nand2b_1 | 19 |
| sky130_fd_sc_hd__clkdlybuf4s50_1 | 12 |
| sky130_fd_sc_hd__clkbuf_8 | 8 |
-- flip-flops by register name, summed over array words and instances (netlist names) --
register,cells
crc_shift_last_4,128
counter_full,3
full,1
state_now,4
in_data,32
crc_now,32
err,1
-- layout make-up --
class	instances	share of cell area, %
clock inverter	6	0.360
clock buffer	34	7.38
timing repair buffer	22	2.24
tap	220	2.83
multi-input combinational	327	33.6
inverter	5	0.193
sequential	201	53.4
-- worst register-to-register path, delay by kind of cell (launching register included) --
| kind | cells | cell delay [ns] |
|---|---|---|
| XOR/XNOR | 3 | 1.42 |
| flip-flops | 1 | 0.46 |
| multiplexers | 1 | 0.28 |
-- cells by family after synthesis --
family,after synthesis,share of synthesized area (%)
AND-OR/OR-AND,22,1.29
flip-flops,201,60.6
adder cells (fa/ha/maj),2,0.292
buffers and inverters,28,1.23
multiplexers,142,18.7
XOR/XNOR,95,14.1
AND/OR/NAND/NOR,66,3.81
-- layer usage --
layer | part of all wire (%) | up-vias
met5 | 0 | -
met4 | 1.6 | 0
met3 | 5.1 | 20
met2 | 45 | 67
met1 | 48 | 2128
li1 | - | 1982
-- timing repair --
action / in CTS / in global routing
setup buffers: 0 / 0
endpoints found under the hold margin: 30 / 0
hold buffers: 1 / 0
-- worst paths after layout --
kind / slack (ns) / from / cells after the start / end
worst max-delay path: 0.73 / in_data[7] / 4 / crc_shift_last_4[3]
worst min-delay path: 0.44 / counter_full[0] / 1 / counter_full[0]
worst max register to register: 0.73 / in_data[7] / 4 / crc_shift_last_4[3]
worst min register to register: 0.44 / counter_full[0] / 1 / counter_full[0]
max in group asynchronous: 1.44 / rst_n / 3 / crc_shift_last_4[42]
min in group asynchronous: 0.56 / rst_n / 2 / crc_shift_last_4[70]
-- where the power goes --
group | switching, mW | internal [mW]
combinational | 1.54 | 2.08
sequential | 0.639 | 4.04
clock | 1.05 | 1.65
total | 3.22 | 7.77
Power figures rest on the tool's default switching activity, not on a simulated workload.
